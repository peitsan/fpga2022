===== run.sh =====
#!/bin/bash
# OpenROAD 26Q1-2900-gdf79404cd8, Yosys 0.63+post, stock flow scripts
make -C /OpenROAD-flow-scripts/flow DESIGN_CONFIG=/design/flow/config.mk WORK_HOME=/design/flow/orfs finish

===== config.mk =====
export PLATFORM = sky130hd
export DESIGN_NAME = segment
export DESIGN_NICKNAME = segment
export VERILOG_FILES = /design/flow/design.v
export SDC_FILE = /design/flow/constraint.sdc
export NUM_CORES = 4
export LEC_CHECK = 1
export CORE_AREA = 10 10 70 70
export DIE_AREA = 0 0 80 80

===== constraint.sdc =====
current_design segment

set clk_period 1.3
set clk_io_pct 0.2

create_clock -name clk0 -period $clk_period

set non_clock_inputs [all_inputs -no_clocks]
set_input_delay [expr $clk_period * $clk_io_pct] -clock clk0 $non_clock_inputs
set_output_delay [expr $clk_period * $clk_io_pct] -clock clk0 [all_outputs]

===== design.v =====
module segment (seg_data_1,seg_data_2,segment_led_1,segment_led_2);
	input [3:0] seg_data_1;						 
	input [3:0] seg_data_2;						 
	output [8:0] segment_led_1;						 
	output [8:0] segment_led_2;						 
        reg [8:0] seg [9:0];                                             
        initial                                                          
	    begin
              seg[0] = 9'h3f;                                            
	      seg[1] = 9'h06;                                            
	      seg[2] = 9'h5b;                                            
	      seg[3] = 9'h4f;                                            
	      seg[4] = 9'h66;                                            
	      seg[5] = 9'h6d;                                            
	      seg[6] = 9'h7d;                                            
	      seg[7] = 9'h07;                                            
	      seg[8] = 9'h7f;                                            
	      seg[9] = 9'h6f;                                            
            end
        assign segment_led_1 = seg[seg_data_1];                          
        assign segment_led_2 = seg[seg_data_2];
endmodule

==> results.py <==
# Auto-generated metrics
metrics = {
    "routing": {
        "dr.first_iter.drc_count": 6,
        "drc_errors": 0,
        "via_per_inst": 3.44,
        "vias": 485,
        "dr.pass1.iters": 3,
        "routed_wl_mm": 1.39,
        "ant_nets": 0,
        "antenna-diode-count": 0,
        "routedWlPerCell_um": 9.84,
    },
    "final_layout": {
        "syn_to_final_growth_pct": 144,
        "final_area_um2": 981,
        "clock_buffers": 0,
        "mostFrequentLayoutCells": "buf_2 (12), buf_6 (12), buf_4 (10)",
        "n_sequential_cell": 0,
        "regArea_um2": 0,
        "fin_util_pct": 28.7,
        "final_cells": 141,
        "drive_above_1_share_pct": 67.4,
    },
    "placed_design": {
        "portBuffers": 22,
        "dpl_cell_area_um2": 747,
        "hpwl_mm": 1.01,
        "place_congestion": 0.784,
        "dp_cells": 132,
    },
    "final_timing": {
        "max_freq_mhz": 730,
        "setup_tns_ns": -0.221,
        "rsz0062_at_grt": "true",
        "hold_violations": 0,
        "postLayoutSetupSlackWorst_ns": -0.0704,
        "finalClockPeriodUsage_pct": 105,
        "finalMaxSlewViolations": 0,
        "setup_violations": 5,
        "period_minus_slack_ns": 1.37,
        "holdWs_ns": 0.892,
    },
    "critical_path": {
        "cpMostUsedCell": "buf_6",
        "slowest_stage": "ha_4",
        "worst_ep_required_time_ns": 1.04,
        "cp-end-kind": "output port",
        "crit_path_max_incr_delay_ns": 0.12,
        "crit_chain": "buf_8, inv_4, buf_6, buf_12, ha_4, nand2b_4, buf_6, a22oi_2, buf_2",
        "cp_data_arrival_time_ns": 1.11,
        "crit_buf_inv": 6,
        "critical_path_class": "input pin to output port",
        "crit_family": "buffers and inverters",
        "cp-start-kind": "input pin",
        "path_max_fanout": 2,
    },
    "global_routing": {
        "grt_pass1_vias": 515,
        "grt.overflow.total": 0,
        "grt_max_degree": 10,
        "grt_pass1_wl_mm": 2.30,
        "grt_antenna_before_repair": 0,
        "grt_usage_pct": 4.13,
    },
    "yosys": {
        "top_area_share_pct": 37.4,
        "ys_warn_count": 1,
        "synthCells": 53,
        "synth_area_leader_cell": "ha_1",
        "synth_seq_share_pct": 0,
        "synthesis.area_um2": 402,
        "yosys_area_um2": 402,
        "synth_area_per_cell_um2": 7.58,
        "synth_cell_type_count": 17,
        "synthTopCellsByArea": "ha_1 (37%), nand2b_1 (9.3%), a21o_1 (7.5%), buf_4 (7.5%), nor2_1 (5.6%)",
        "ys_cells": 53,
    },
    "die": {
        "die_y_um": 80,
        "die_x_um": 80,
        "initCoreUtil_pct": 11.8,
        "core-area_um2": 3420,
        "dieArea_um2": 6400,
        "ios": 26,
        "core.rowCount": 21,
    },
    "run_status": {
        "violations": "negative setup slack",
        "outcome": "complete, but fails checks",
    },
    "min_path": {
        "hp-class": "input pin to output port",
    },
    "pwr": {
        "p_per_area_nw_per_um2": 256,
        "power_leakage_uw": 0.000447,
        "peakVddDrop_uv": 86.6,
    },
    "job": {
        "maxCapViolations": 0,
        "tool_warnings": 44,
    },
}
## tightest hold or removal path, delay by kind of cell
kind                   cells  cell delay, ns
buffers and inverters      2            0.23
AOI/OAI and AO/OA          1            0.10
and+or+nand+nor            1            0.04
## power by group
group	internal, µW	switching (µW)
logic	154	97.3
registers	0	0
clock network	0	0
total	154	97.3
## per-stage QoR
stage	setup WS [ns]	power, µW
after floorplan	0.150	67.6
after global placement	-0.791	183
after detailed placement	-0.810	185
after CTS	-0.158	227
after global routing	-0.116	277
final	-0.0704	251
## final timing paths
path                      start                to  cells after the start
hold / removal    seg_data_1[3]  segment_led_1[4]                      4
setup / recovery  seg_data_2[1]  segment_led_2[4]                      9
## metal layers
layer	up-vias	GRT usage, %	wire [µm]
met3	0	0.568	53
met5	-	0	0
met1	227	5.87	682
li1	248	-	-
met4	0	0	0
met2	10	6.82	651
## layout make-up
| class | instances | area [µm²] |
|---|---|---|
| Fill cell | 357 | 2430 |
| Multi-Input combinational cell | 46 | 508 |
| Timing Repair Buffer | 44 | 389 |
| Tap cell | 46 | 57.6 |
| Inverter | 5 | 26.3 |
## logic make-up after synthesis
group / after synthesis / share of synthesized area, %
other: 1 / 0.934
AND/OR/NAND/NOR: 21 / 28.7
buffers and inverters: 10 / 15.0
adder cells (fa/ha/maj): 12 / 37.4
AND-OR/OR-AND: 9 / 18.1
## synth_stat cells, drive strengths merged, types with 2 or more instances
cell / number
a21o: 4
a22oi: 2
nand2: 4
nand2b: 7
buf: 5
inv: 5
ha: 12
o21bai: 2
nand3: 2
nor2: 6
## timing repair
| item | 4_1_cts | 5_1_grt |
|---|---|---|
| resized | 104 | 13 |
| pin swaps | 15 | 7 |
| hold buffers | 0 | 0 |
| buffers inserted | 7 | 3 |
| endpoints found under the setup margin | 14 | 9 |
No activity file was given, so power comes from the tool's default toggle rates.
