==> design/flow/run.sh <==
#!/bin/bash
# OpenROAD 26Q1-2900-gdf79404cd8, Yosys 0.63+post, stock flow scripts
make -C /OpenROAD-flow-scripts/flow DESIGN_CONFIG=/design/flow/config.mk WORK_HOME=/design/flow/orfs finish
==> design/flow/config.mk <==
export PLATFORM = sky130hd
export DESIGN_NAME = dividefrequency
export DESIGN_NICKNAME = dividefrequency
export VERILOG_FILES = /design/flow/design.v
export SDC_FILE = /design/flow/constraint.sdc
export NUM_CORES = 4
export LEC_CHECK = 1
export CORE_AREA = 10 10 98 98
export DIE_AREA = 0 0 108 108
==> design/flow/constraint.sdc <==
current_design dividefrequency

set clk_period 5.2
set clk_io_pct 0.2

create_clock -name clk0 -period $clk_period [get_ports {clk}]

set non_clock_inputs [all_inputs -no_clocks]
set_input_delay [expr $clk_period * $clk_io_pct] -clock clk0 $non_clock_inputs
set_output_delay [expr $clk_period * $clk_io_pct] -clock clk0 [all_outputs]
==> design/flow/design.v <==
module dividefrequency(led,clk,rst);  
   input clk,rst;
	output [7:0] led;
	reg [7:0] led;
	reg clk_1s;
	reg [22:0] count;
	always@(posedge clk or negedge rst)
	  begin 
		if(!rst)
		  begin 
			clk_1s<=0;
		   count<=0;
		  end
		else begin	
		if(count=='d6000000-1)
		  begin 
			clk_1s<=~clk_1s;
			count<=0;
			end		
		else
			count<=count+1;
	end
	end
		always@(posedge clk_1s or negedge rst)
		   begin
		     if(!rst)
		          begin 
		 	          led<=8'b1111_1111;
		          end
			  else 
			       begin
			         if(led==8'b1111_1111)
		            led<=8'b1111_1110;
		            else
		            led<= {led[6:0],1'b1};     
		          end
			end
 endmodule
==> impl_metrics.sql <==
-- flow metrics import
INSERT INTO impl_metrics (metric_group, metric, value, unit) VALUES
('outcome', 'result_of_the_run', 'complete, no violations', ''),
('sta', 'fin_worst_skew', '3.02', 'ps'),
('pwr', 'total_power', '0.316', 'mW'),
('cts', 'ctsHoldBuffers', '0', ''),
('cts', 'tritoncts', 'done', ''),
('layout', 'final_layout_size_suffix_gt1_share', '16.8', '%'),
('run', 'tool_warnings', '25', ''),
('run', 'cap_viol_max_count', '0', ''),
('critical_path', 'ff_to_ff_start', 'count[0]$_DFF_PN0_', ''),
('synthesis', 'edf_count', '0', ''),
('sta', 'finalMaxSlewViolations', '0', ''),
('routing', 'drt_wl_total', '2.35', 'mm'),
('cts', 'total_number_of_h_tree_levels', '1', ''),
('critical_path', 'crit_slowest_cell', 'sky130_fd_sc_hd__nor4_4', ''),
('placed_design', 'portBuffers', '9', ''),
('sta', 'maxClockFrequency', '498', 'MHz'),
('pwr', 'net-switching-power', '0.0601', 'mW'),
('cts', 'clockBufferDepth', '2', ''),
('sta', 'final.setup.tns', '0', 'ps'),
('critical_path', 'critPathKind', 'reg2reg', ''),
('critical_path', 'crit_path_start', 'count[0]$_DFF_PN0_', ''),
('layout', 'final_area', '0.00174', 'mm2'),
('placed_design', 'placed_inst_area', '0.00168', 'mm2'),
('min_path', 'hp-start', 'count[0]$_DFF_PN0_', ''),
('pwr', 'power_report.internal_total', '0.255', 'mW'),
('cts', 'clkTransAtPathRegs', '80', 'ps'),
('grt', 'grtUsageTotal', '4.14', '%'),
('routing', 'routedWlPerCell', '9.83', 'um'),
('critical_path', 'worstPathCellList', 'ha_1 > nand2_1 > or2_4 > nor4_4 > xor2_1', ''),
('placed_design', 'gp_congestion', '0.867', ''),
('layout', 'final_layout_top_logic_cells', 'sky130_fd_sc_hd__dfrtp_1 (24), sky130_fd_sc_hd__nor2_1 (14), sky130_fd_sc_hd__nand3_1 (11)', ''),
('routing', 'drtPass1Iterations', '5', ''),
('sta', 'period_utilisation_layout', '38.6', '%'),
('cts', 'post_cts.repair.setup_buffers', '0', ''),
('critical_path', 'critPathLaunchType', 'flip-flop', ''),
('pwr', 'combinationalPowerShare', '1.8', '%'),
('layout', 'most_common_cell_after_layout_fill_and_taps_aside', 'sky130_fd_sc_hd__dfrtp_1', ''),
('min_path', 'holdCritPathClass', 'reg2reg', ''),
('floorplan', 'die_width', '108', 'um'),
('floorplan', 'boundaryPins', '10', ''),
('synthesis', 'mappedNetlistArea', '0.00149', 'mm2'),
('synthesis', 'ys_seq_share', '54.3', '%'),
('sta', 'untimed_endpoints', '16', ''),
('critical_path', 'critPathArrivalTime', '2120', 'ps'),
('routing', 'remaining_drc_errors', '0', ''),
('critical_path', 'critical_path.endpoint_type', 'flip-flop', ''),
('routing', 'drtIter0Drc', '30', ''),
('cts', 'cts_made_buffers', '3', ''),
('sta', 'number_of_failing_hold_endpoints_at_the_final_stage', '0', ''),
('routing', 'num_vias', '956', ''),
('floorplan', 'floorplan.die_area', '0.0117', 'mm2'),
('sta', 'worstMarginPinSlew', '678', 'ps'),
('floorplan', 'die_height', '108', 'um'),
('grt', 'globalRouteOverflowTotal', '0', ''),
('cts', 'cts-root-buf', 'sky130_fd_sc_hd__clkbuf_8', ''),
('placed_design', 'dp_hpwl', '1.77', 'mm'),
('floorplan', 'initial_core_util', '19.5', '%'),
('critical_path', 'crit_required', '5310', 'ps'),
('pwr', 'vdd_drop_max', '84.3', 'uV'),
('routing', 'postRouteAntennaNets', '0', ''),
('routing', 'num_antenna_cells', '0', ''),
('floorplan', 'coreArea', '0.00765', 'mm2'),
('pwr', 'seq_power_share', '59.2', '%'),
('synthesis', 'numSynthFlops', '32', ''),
('pwr', 'p_leak', '0.723', 'nW'),
('sta', 'unclocked_regs', '8', ''),
('routing', 'via_per_inst', '4.00', ''),
('pwr', 'pwr-share-clk', '39.0', '%'),
('synthesis', 'ys_dominant_reg_cell', 'sky130_fd_sc_hd__dfrtp_1', ''),
('grt', 'grt_antenna_before_repair', '0', ''),
('cts', 'latest_clock_arrival_within_the_worst_skew_pair', '260', 'ps');
## per-layer routing
metal,wire (um),track usage [%],up-vias
met2,1040,6.55,23
met5,0,0,-
met3,129,0.361,2
met4,30,0.763,0
li1,-,-,470
met1,1150,6.12,461
## sequential cells by signal, summed over array words and instances, names as in the netlist
register	cells
clk_1s	1
count	23
led	8
## path summary, 6_finish.rpt
| path | endpoint | slack, ps | cells after the start |
|---|---|---|---|
| worst max-delay path | clk_1s$_DFFE_PN0N_ | 3190 | 5 |
| worst min-delay path | count[0]$_DFF_PN0_ | 510 | 1 |
| worst max register to register | clk_1s$_DFFE_PN0N_ | 3190 | 5 |
| worst min register to register | count[0]$_DFF_PN0_ | 510 | 1 |
| max in group asynchronous | count[11]$_DFF_PN0_ | 3760 | 2 |
| min in group asynchronous | count[21]$_DFF_PN0_ | 1160 | 2 |
## power groups by stage
stage	clock [mW]	combinational [mW]	sequential, mW
after CTS	0.127	0.00610	0.187
after global routing	0.134	0.00684	0.187
final	0.123	0.00560	0.187
## through the flow
step	worst slack (ps)	hold slack, ps	std cells
3_3_place_gp	3230	491	235
5_1_grt	2990	549	239
3_5_place_dp	3190	499	235
2_1_floorplan	3560	470	131
6_report	3190	510	239
4_1_cts	3180	510	239
## area by class of cell
class	count	area, um2	area share, %
flip-flops and latches	32	811	46.7
multi-input cells	88	633	36.5
well taps	102	128	7.35
repair buffers	10	97.6	5.62
clock buffers	4	55.1	3.17
inverters	3	11.3	0.649
## logic make-up (layout without fill, tap and decap cells)
logic type | Yosys count | after routing | share of synthesized area [%]
DFF | 32 | 32 | 54.3
AOI/OAI and AO/OA | 6 | 6 | 3.02
muxes | 1 | 1 | 0.671
adders and majority gates | 1 | 1 | 0.838
and+or+nand+nor | 62 | 62 | 27.3
buffers and inverters | 11 | 17 | 3.27
xor gates and xnor gates | 18 | 18 | 10.6
## synthesized netlist by cell type, types with 4 or more instances
library cell | n | area (um2)
sky130_fd_sc_hd__and3_1 | 4 | 25.0
sky130_fd_sc_hd__clkbuf_1 | 7 | 26.3
sky130_fd_sc_hd__nor4_1 | 4 | 25.0
sky130_fd_sc_hd__xor2_1 | 8 | 70.1
sky130_fd_sc_hd__dfstp_2 | 8 | 210
sky130_fd_sc_hd__nand3_1 | 11 | 55.1
sky130_fd_sc_hd__xnor2_1 | 10 | 87.6
sky130_fd_sc_hd__nand2_1 | 4 | 15.0
sky130_fd_sc_hd__nor3_1 | 6 | 30.0
sky130_fd_sc_hd__nor2_1 | 14 | 52.6
sky130_fd_sc_hd__nand4_1 | 4 | 25.0
sky130_fd_sc_hd__dfrtp_1 | 24 | 601
No activity file was given, so power comes from the tool's default toggle rates.
