--- flow/run.sh ---
#!/bin/bash
# OpenROAD 26Q1-2900-gdf79404cd8, Yosys 0.63+post, stock flow scripts
make -C /OpenROAD-flow-scripts/flow DESIGN_CONFIG=/design/flow/config.mk WORK_HOME=/design/flow/orfs finish
--- flow/constraint.sdc ---
current_design led_flow

set clk_period 5.2
set clk_io_pct 0.2

create_clock -name clk0 -period $clk_period [get_ports {clk}]

set non_clock_inputs [all_inputs -no_clocks]
set_input_delay [expr $clk_period * $clk_io_pct] -clock clk0 $non_clock_inputs
set_output_delay [expr $clk_period * $clk_io_pct] -clock clk0 [all_outputs]
--- flow/config.mk ---
export PLATFORM = sky130hd
export DESIGN_NAME = led_flow
export DESIGN_NICKNAME = led_flow
export VERILOG_FILES = /design/flow/design.v
export SDC_FILE = /design/flow/constraint.sdc
export NUM_CORES = 4
export LEC_CHECK = 1
export CORE_UTILIZATION = 30
--- flow/design.v ---
module led_flow(clk,rst,led);  
   input clk,rst;
	output [7:0] led;
	reg [7:0] led;
	reg clk_1s;
	reg [22:0] count;
	always@(posedge clk or negedge rst)
	  begin 
		if(!rst)
		  begin 
			clk_1s<=0;
		   count<=0;
		  end
		else begin	
		if(count=='d6000000-1)
		  begin 
			clk_1s<=~clk_1s;
			count<=0;
			end		
		else
			count<=count+1;
	end
	end
always@(posedge clk_1s or negedge rst)
		   begin
		     if(!rst)
		          begin 
		 	          led<=8'b1111_1111;
		          end
			  else 
			       begin
			         if(led==8'b1111_1111)
		            led<=8'b1111_1110;
		            else
		            led<= {led[6:0],1'b1};     
		          end
			end
		 endmodule
==> flow_results.xml <==
<?xml version="1.0" encoding="UTF-8"?>
<metrics>
  <group name="final_timing">
    <metric name="max_freq" unit="MHz">496</metric>
    <metric name="finalMaxSlewViolations" unit="">0</metric>
    <metric name="layout_min_cycle_time" unit="ns">2.02</metric>
    <metric name="rsz0062_at_grt" unit="">no</metric>
    <metric name="final_hold_violation_count" unit="">0</metric>
    <metric name="count_of_endpoints_without_a_timing_constraint" unit="">16</metric>
    <metric name="skew" unit="ns">0.00474</metric>
    <metric name="final.hold.worst_slack" unit="ns">0.525</metric>
    <metric name="final_min_period_over_clock_period" unit="%">38.8</metric>
    <metric name="tns" unit="ns">0</metric>
    <metric name="count_of_unclocked_register_or_latch_pins" unit="">8</metric>
    <metric name="setup_slack" unit="ns">3.18</metric>
    <metric name="max_slew.worst_pin.slew" unit="ns">0.679</metric>
    <metric name="max-slew-margin-rel" unit="%">54.4</metric>
    <metric name="setup_viol" unit="">0</metric>
  </group>
  <group name="power_and_ir_drop">
    <metric name="cellInternalPower" unit="uW">240</metric>
    <metric name="pwr-share-clk" unit="%">35.6</metric>
    <metric name="total_power" unit="uW">299</metric>
    <metric name="power.density" unit="nW/um^2">178</metric>
    <metric name="vdd_drop_max" unit="mV">0.0845</metric>
    <metric name="switching_share" unit="%">19.8</metric>
    <metric name="total_switching_power" unit="uW">59.3</metric>
    <metric name="reported_leakage_power" unit="nW">0.716</metric>
    <metric name="power_frac_comb" unit="%">1.9</metric>
    <metric name="share_seq_of_total_power" unit="%">62.5</metric>
  </group>
  <group name="global_routing">
    <metric name="antenna_found_initial" unit="">0</metric>
    <metric name="globalRoute.totalOverflow" unit="">0</metric>
    <metric name="global_route_wire_length_before_repair" unit="mm">4.31</metric>
    <metric name="via_count_of_the_first_global_routing_pass" unit="">979</metric>
    <metric name="grt_max_degree" unit="">33</metric>
    <metric name="grt_use_total" unit="%">10.3</metric>
  </group>
  <group name="drt">
    <metric name="dr_total_vias" unit="">977</metric>
    <metric name="routedWlPerCell" unit="um">11.8</metric>
    <metric name="detailedRoute.firstPassIterationCount" unit="">4</metric>
    <metric name="avgViaCountPerCell" unit="">4.81</metric>
    <metric name="remaining_drc_errors" unit="">0</metric>
    <metric name="n_antenna_cell" unit="">0</metric>
    <metric name="ant_nets" unit="">0</metric>
    <metric name="dr.first_iter.drc_count" unit="">30</metric>
    <metric name="wirelength" unit="mm">2.39</metric>
  </group>
  <group name="yosys">
    <metric name="yosysChipArea" unit="um^2">1490</metric>
    <metric name="synth_area" unit="um^2">1490</metric>
    <metric name="post_synth_arst_share" unit="%">100</metric>
    <metric name="ys_cells" unit="">131</metric>
    <metric name="post_synth_num_cell_types" unit="">33</metric>
    <metric name="yosysWarnings" unit="">1</metric>
    <metric name="instance_count_of_the_mapped_netlist" unit="">131</metric>
    <metric name="synth_area_per_cell" unit="um^2">11.4</metric>
    <metric name="yosys.stat.seqShare" unit="%">54.3</metric>
    <metric name="enable_flop_cells" unit="">0</metric>
    <metric name="synth.ff_latch_count" unit="">32</metric>
    <metric name="synthFlopType" unit="">dfrtp_1</metric>
  </group>
  <group name="job">
    <metric name="maximum_capacitance_violations" unit="">0</metric>
    <metric name="warnings" unit="">25</metric>
  </group>
  <group name="placed_design">
    <metric name="place_hpwl" unit="mm">1.78</metric>
    <metric name="routabilityCongestion" unit="">0.819</metric>
    <metric name="dpl_worst_slack" unit="ns">3.16</metric>
    <metric name="placed_cells_incl_taps" unit="">200</metric>
    <metric name="dpl-instance-area" unit="um^2">1640</metric>
    <metric name="buffer_ports.inserted" unit="">9</metric>
  </group>
  <group name="clock_tree">
    <metric name="cts_buffer_depth" unit="">2</metric>
    <metric name="cts_tree" unit="">done</metric>
    <metric name="cts_root_buf" unit="">clkbuf_8</metric>
    <metric name="ctsResizeCount" unit="">0</metric>
    <metric name="clkSlewWorstSetupHoldPaths" unit="ns">0.07</metric>
    <metric name="num_cts_buffers" unit="">3</metric>
    <metric name="insertion_delay" unit="ns">0.26</metric>
    <metric name="cts.repair_timing.setup_buffer_count" unit="">0</metric>
    <metric name="cts-htree-levels" unit="">1</metric>
    <metric name="cts.hold.buffers_added" unit="">0</metric>
  </group>
  <group name="status">
    <metric name="run_status" unit="">completed</metric>
  </group>
  <group name="worst_setup_path">
    <metric name="reg2reg_setup_slack" unit="ns">3.18</metric>
    <metric name="worstSetupStartpointType" unit="">flip-flop</metric>
    <metric name="crit_path_end_kind" unit="">flip-flop</metric>
    <metric name="arrival" unit="ns">2.13</metric>
    <metric name="maximum_fanout_along_the_worst_path" unit="">12</metric>
    <metric name="startpoint" unit="">count[0]</metric>
    <metric name="crit_type" unit="">flip-flop to flip-flop</metric>
    <metric name="cp_data_required_time" unit="ns">5.31</metric>
    <metric name="worst_r2r_startpoint" unit="">count[0]</metric>
  </group>
  <group name="hold_path">
    <metric name="hold_path.startpoint" unit="">count[0]</metric>
    <metric name="min-delay-path-class" unit="">flip-flop to flip-flop</metric>
  </group>
  <group name="floorplanning">
    <metric name="floorplan.rows" unit="">25</metric>
    <metric name="top_level_pins" unit="">10</metric>
    <metric name="core" unit="um^2">4750</metric>
    <metric name="initial_utilization" unit="%">31.4</metric>
    <metric name="design.die.area" unit="um^2">5260</metric>
    <metric name="die_h" unit="um">72.5</metric>
    <metric name="die.size.x" unit="um">72.5</metric>
  </group>
  <group name="finish">
    <metric name="final_layout_top_logic_cells" unit="">dfrtp_1, nor2_1, nand3_1</metric>
    <metric name="stdcell_count" unit="">203</metric>
    <metric name="finish.utilization" unit="%">35.3</metric>
    <metric name="drive_gt1_share" unit="%">16.2</metric>
    <metric name="flow.area_growth_from_synthesis" unit="%">12.4</metric>
    <metric name="layout.cell_area.non_filler" unit="um^2">1680</metric>
    <metric name="layout.cells.most_common" unit="">dfrtp_1</metric>
  </group>
</metrics>
==> final cells by class <==
type	count	area [um^2]
multi-input cells	88	633
well taps	67	83.8
repair buffers	10	97.6
flip-flops and latches	32	811
clock buffers	3	41.3
inverters	3	11.3
fillers	471	3080
==> power by group through the flow <==
stage	Combinational (mW)	Sequential [mW]	Clock [mW]
CTS	0.00602	0.187	0.109
global route	0.00699	0.187	0.113
finish	0.00565	0.187	0.107
==> synthesized netlist by cell type (all sizes together), types with 2 or more instances <==
master	n	area [um^2]
a21oi	2	13.8
and3	4	25.0
clkbuf	7	26.3
dfrtp	24	601
dfstp	8	210
inv	3	11.3
nand2	4	15.0
nand3	11	55.1
nand4	7	80.1
nor2	14	52.6
nor3	6	30.0
nor4	6	67.6
or2	3	23.8
or4	3	26.3
xnor2	10	87.6
xor2	8	70.1
==> registers in the layout (all words and copies together), names as in the netlist <==
signal / cells
clk_1s: 1
led: 8
count: 23
==> critical path: stages (launching register included) <==
cell and delay, ns:
dfrtp_1 0.42, ha_1 0.26, nand2_1 0.15, or2_4 0.29, nor4_4 0.63, xor2_1 0.13
==> per-layer routing <==
metal | wire (um) | GRT usage [%] | vias to the layer above | part of all wire [%]
met3 | 90 | 1.83 | 2 | 3.8
met4 | 8 | 0.871 | 0 | 0.34
met1 | 1210 | 15.9 | 481 | 51
met5 | 0 | 0 | - | 0
li1 | - | - | 473 | -
met2 | 1080 | 16.3 | 21 | 45
==> kinds of logic after synthesis <==
group / count (synthesis) / share of synthesized area (%)
flops: 32 / 54.3
buf+inv: 11 / 3.27
mux: 1 / 0.671
simple gates: 62 / 27.3
compound gates: 6 / 3.02
xor+xnor: 18 / 10.6
fa+ha+maj: 1 / 0.838
==> final timing paths <==
check	depth (start not counted)	end
setup / recovery	5	clk_1s
hold / removal	1	count[0]
hold reg to reg	1	count[0]
min in group asynchronous	2	count[19]
setup reg to reg	5	clk_1s
max in group asynchronous	2	count[0]
Power and IR drop assume default switching activity.
